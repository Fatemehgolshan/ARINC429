--- design.v ---
`timescale 1ns / 1ps
module Decoder(input Clk,
					 input High,
					 input Low,
					 output reg [31:0] Out,
					 output reg valid,
					input speed
    );
reg [1:0] High_reg;
reg [1:0] Low_reg;
reg decode_h = 0;
reg decode_l = 0;
reg [8:0] high_cnt = 0;
reg [8:0] low_cnt = 0;
reg [4:0] tmp_high;
reg [4:0] tmp_low;
reg [3:0] flg_h = 0;
reg [3:0] flg_l = 0;
reg [31:0] out_r;
reg dis_reg = 0;
reg [5:0] cnt_v = 0;
reg busy_l = 0;
reg busy_h = 0;
reg busy = 0;
 reg flg = 0;
reg [3:0] cnt_v_h = 0;
reg [3:0] cnt_v_l = 0;
initial
begin
end
	always@(posedge Clk) 
	begin
	 High_reg[0] <= High;
	 High_reg[1] <= High_reg[0];
	end
	always@(posedge Clk)  
	begin
	 Low_reg[0] <= Low;
	 Low_reg[1] <= Low_reg[0];
	end
	always@(posedge Clk )
	begin
			valid <= 0 ;
		 if(dis_reg == 0)
		 begin
		 if(High_reg == 2'b01) 
		 decode_h <= 1;
		if( Low_reg == 2'b01) 
		 decode_l <= 1;
		 end
			if(speed == 1) 
			begin
				 if(decode_h == 1) 
			begin
			busy_h <= 1;
			dis_reg <= 1;
			high_cnt <= high_cnt + 1;
			if(flg_h == 0)
			begin
				if(high_cnt == 37)
				begin
				tmp_high <= {tmp_high[3:0],High};
				high_cnt <= 0;
				flg_h <= flg_h + 1;
				end
			end
			else
			begin
				if(high_cnt == 38)
				begin
					if(flg_h == 2)
					begin
					flg_h <= flg_h + 1;
					high_cnt <= 0;
					end
					else
					begin
					tmp_high <= {tmp_high[3:0],High};
					high_cnt <= 0;
					flg_h <= flg_h + 1;
					end
				end
			end
			if(flg_h == 6)
				begin
				flg_h <= 0;	
				dis_reg <= 0;
				decode_h <= 0;
				if(tmp_high == 5'b11000)
					begin
					out_r <= {1,out_r[31:1]};
					cnt_v <= cnt_v + 1;
					end
				end
			end
		else busy_h <= 0;
				if(cnt_v == 32)
					begin
					busy_h <=1;
					high_cnt <= high_cnt + 1;
					if(high_cnt == 37)
					begin
					if(flg_h == 2)
						begin
						flg_h <= flg_h + 1;
						end
					else
						begin
						tmp_high <= {tmp_high[3:0],High};
						high_cnt <= 0;
						flg_h <= flg_h + 1;
						end
					end
					if(flg_h == 6)
						begin
						flg_h <= 0;
						decode_h <= 0;
						if(tmp_high == 5'b00000)
						cnt_v_h <= cnt_v_h + 1;
					end
			end	
			end
			if(speed == 1) 
		 begin
			 if(decode_l == 1) 
			begin
			busy_l <= 1;
			dis_reg <= 1;
			low_cnt <= low_cnt + 1;
			if(flg_l == 0)
			begin
				if(low_cnt == 37)
				begin
				tmp_low <= {tmp_low[3:0],Low};
				low_cnt <= 0;
				flg_l <= flg_l + 1;
				end
			end
			else
			begin
				if(low_cnt == 38)
				begin
					if(flg_l == 2)
					begin
					flg_l <= flg_l + 1;
					low_cnt <= 0;
					end
					else
					begin
					tmp_low <= {tmp_low[3:0],Low};
					low_cnt <= 0;
					flg_l <= flg_l + 1;
					end
				end
			end
			if(flg_l == 6)
				begin
				flg_l <= 0;	
				dis_reg <= 0;
				decode_l <= 0;
				if(tmp_low == 5'b11000)
					begin
					out_r <= {0,out_r[31:1]};
					cnt_v <= cnt_v + 1;
					end
				end
			end
		 busy_l <= 0;
				if(cnt_v == 32)
					begin
					busy_l <= 1;
					low_cnt <= low_cnt + 1;
					if(low_cnt == 37)
					begin
					if(flg_l == 2)
						begin
						flg_l <= flg_l + 1;
						end
					else
						begin
						tmp_low <= {tmp_low[3:0],Low};
						low_cnt <= 0;
						flg_l <= flg_l + 1;
						end
					end
					if(flg_l == 6)
						begin
						flg_l <= 0;
						decode_l <= 0;
						if(tmp_low == 5'b00000)
						cnt_v_l <= cnt_v_l + 1;
					end
			end	
	end	
		if(speed == 0) 
			begin
			if(decode_h == 1) 
			begin
			busy_h <= 1;
			dis_reg <= 1;
			high_cnt <= high_cnt + 1;
			if(flg_h == 0)
			begin
				if(high_cnt == 317)
				begin
				tmp_high <= {tmp_high[3:0],High};
				high_cnt <= 0;
				flg_h <= flg_h + 1;
				end
			end
			else
			begin
				if(high_cnt == 317)
				begin
					if(flg_h == 2)
					begin
					flg_h <= flg_h + 1;
					high_cnt <= 0;
					end
					else
					begin
					tmp_high <= {tmp_high[3:0],High};
					high_cnt <= 0;
					flg_h <= flg_h + 1;
					end
				end
			end
			if(flg_h == 6)
				begin
				flg_h <= 0;	
				dis_reg <= 0;
				decode_h <= 0;
				if(tmp_high == 5'b11000)
					begin
					out_r <= {1,out_r[31:1]};
					cnt_v <= cnt_v + 1;
					end
				end
			end
		else busy_h <= 0;
				if(cnt_v == 32)
					begin
					busy_h <=1;
					high_cnt <= high_cnt + 1;
					if(high_cnt == 317)
					begin
					if(flg_h == 2)
						begin
						flg_h <= flg_h + 1;
						end
					else
						begin
						tmp_high <= {tmp_high[3:0],High};
						high_cnt <= 0;
						flg_h <= flg_h + 1;
						end
					end
					if(flg_h == 6)
						begin
						flg_h <= 0;
						decode_h <= 0;
						if(tmp_high == 5'b00000)
						cnt_v_h <= cnt_v_h + 1;
					end
			end	
			end
			if(speed == 0) 
		 begin
			 if(decode_l == 1) 
			begin
			busy_l <= 1;
			dis_reg <= 1;
			low_cnt <= low_cnt + 1;
			if(flg_l == 0)
			begin
				if(low_cnt == 317)
				begin
				tmp_low <= {tmp_low[3:0],Low};
				low_cnt <= 0;
				flg_l <= flg_l + 1;
				end
			end
			else
			begin
				if(low_cnt == 317)
				begin
					if(flg_l == 2)
					begin
					flg_l <= flg_l + 1;
					low_cnt <= 0;
					end
					else
					begin
					tmp_low <= {tmp_low[3:0],Low};
					low_cnt <= 0;
					flg_l <= flg_l + 1;
					end
				end
			end
			if(flg_l == 6)
				begin
				flg_l <= 0;	
				dis_reg <= 0;
				decode_l <= 0;
				if(tmp_low == 5'b11000)
					begin
					out_r <= {0,out_r[31:1]};
					cnt_v <= cnt_v + 1;
					end
				end
			end
		 busy_l <= 0;
				if(cnt_v == 32)
					begin
					busy_l <= 1;
					low_cnt <= low_cnt + 1;
					if(low_cnt == 317)
					begin
					if(flg_l == 2)
						begin
						flg_l <= flg_l + 1;
						end
					else
						begin
						tmp_low <= {tmp_low[3:0],Low};
						low_cnt <= 0;
						flg_l <= flg_l + 1;
						end
					end
					if(flg_l == 6)
						begin
						flg_l <= 0;
						decode_l <= 0;
						if(tmp_low == 5'b00000)
						cnt_v_l <= cnt_v_l + 1;
					end
			end	
	end	
	if(cnt_v_h == 4  && cnt_v_l == 4)
		begin
		flg <= 1;
		cnt_v_l <= 0;
		cnt_v_h <= 0;
		cnt_v <= 0;
		end
		if(flg)
		valid <= 1;
		if(valid)
			begin
			Out <= out_r;
			busy_l <= 0;
			busy_l <= 0;
			flg <= 0;
			end
end
endmodule
--- run.sh ---
#!/bin/bash
# OpenROAD 26Q1-2900-gdf79404cd8, Yosys 0.63+post, stock flow scripts
make -C /OpenROAD-flow-scripts/flow DESIGN_CONFIG=/design/flow/config.mk WORK_HOME=/design/flow/orfs finish
--- config.mk ---
export PLATFORM = sky130hd
export DESIGN_NAME = Decoder
export DESIGN_NICKNAME = Decoder
export VERILOG_FILES = /design/flow/design.v
export SDC_FILE = /design/flow/constraint.sdc
export NUM_CORES = 4
export LEC_CHECK = 1
export CORE_UTILIZATION = 30
--- constraint.sdc ---
current_design Decoder

set clk_period 5.0
set clk_io_pct 0.2

create_clock -name clk0 -period $clk_period [get_ports {Clk}]

set non_clock_inputs [all_inputs -no_clocks]
set_input_delay [expr $clk_period * $clk_io_pct] -clock clk0 $non_clock_inputs
set_output_delay [expr $clk_period * $clk_io_pct] -clock clk0 [all_outputs]
==> results.txt <==
run results: RR Startpoint flg_l[1]$_DFF_P_, Switch Pwr 0.00128 W, sw frac 35.7%, post-CTS setup buffer count 0, Slowest-stage cell, CP a2111oi_2, DR DRC count 0, Tmin final 2.83 ns, Critical Path End Type register, area leader, netlist dfxtp_1, largest net degree at the start of global routing 39, yosys stat chip area 5920 um2, Routed Antenna Nets 0, synthesized area 5920 um2, Worst Path Max Fanout 27, total gr overflow 0, Clk Latency, worst-skew pair 0.41 ns, Final Wtd Congestion 0.925, die height 142 um, Fin. Hold Viols 0, post-DR wirelength/cell 13.7 um, I/O Buffers 36, clk slew on worst S/H paths 0.06 ns, CTS tree yes, power share of the clock group 32.7%, Cell area leaders dfxtp_1 31%, edfxtp_1 16%, mux2_2 7.2%, Worst Setup Start Kind primary input, critical path class primary input to register, Worst VDD drop 0.262 mV, Ant. Diodes 0, pins over their slew limit 0, Pwr Density 503 nW/um2, Hold WC Path Type register to register, Worst Reg-to-Reg Cells 8, Worst path top cell family by delay buffers and inverters, EDFF count, synth 32, WHS Endpoint Low_reg[1]$_DFF_P_, max capacitance violation total 0, Clock Tree Root clkbuf_16, # setup viols final 0, Tot Pwr 0.00358 W, r2r setup slk 2.44 ns, post-synthesis cell count 590, Layout area overhead 20.2%, Placeable Area 19400 um2, clock buffer depth 2, # rows 51, Avg Cell Area, Syn 10.0 um2, P_leak 2.68 nW, H-tree levels 4, Area leader share 30.8%, setup TNS 0 ns, Core Util at FP 30.5%, Seq share, synth 47.0%, Hold Path Origin Low_reg[0]$_DFF_P_, Clock Skews 0.00862 ns, OpenROAD warning count 36, Critical Path AT 3.12 ns, Worst-Margin Slew 0.758 ns, CP startpoint speed, Post-synth ARST share 0%, ratio of cells with drive above 1 in the final layout 15.4%, I/O pin count 37, Hold Path Depth 0, most numerous logic cell after layout dfxtp_1, drt total wl 12300 um, Critical Path Max Stage Delay 0.50 ns, synthesized flop and latch total 123, HPWL after DPL 8230 um, CP bufs+invs 3, # clock sinks 123, Seq pwr share 39.9%, most common logic cells in the final layout 91 x dfxtp_1, 49 x nor2_1, 40 x nand2_1, first-pass GRT wire length 20800 um, RR Endpoint cnt_v[5]$_SDFF_PP0_, prevailing post-synth register cell dfxtp_1, vias per cell 5.04, Yosys Instances 590, Comb power frac 27.4%, upper clock frequency limit 0.353 GHz, RSZ-0062 raised after global routing false, DR pass1 iterations 5, CP required 5.29 ns, routed vias 4535, CTS Buf Count 17, Die ar. 20300 um2, crit share post-route 56.6%, status finished clean, yosys warns 1, Fillers 1955, biggest registers after layout Out (32), out_r (32), cts repair resizes 0, GR Util All Layers 13.0%, max_slew headroom 49.3%, CP cell instances clkdlybuf4s50_1 -> buf_4 -> inv_1 -> a2111oi_2 -> nor2_1 -> o21bai_1 -> o21ai_0, antenna violations before repair 0, vias in the first global route 4202, initial drt markers 353, Cell Type Count 69, die width 142 um, Int Pwr 0.00230 W, Hold Buf Count CTS 0
[worst max path at each step]
stage / to / slack, ns / depth (start not counted)
final: low_cnt[2]$_DFF_P_ / 2.17 / 7
after global routing: low_cnt[2]$_DFF_P_ / 1.99 / 7
after CTS: low_cnt[2]$_DFF_P_ / 2.18 / 7
[cell usage after synthesis, types with 3 or more instances]
library cell  number
o31ai_1            5
o211ai_1           6
nand3_1           15
o21bai_1           3
o21ai_2            3
xnor2_1           12
a21oi_1           34
a211oi_1          11
a22oi_1            4
nor2_1            49
buf_2             13
o21ai_0           35
nor2b_1            3
and3_1            10
inv_1             24
o22ai_1            7
nand4_1           10
nor3_1            11
a31oi_1            6
edfxtp_1          32
nor4_1             3
and2_1             3
and4bb_2           3
dfxtp_1           91
nand2_1           40
nor3b_1            8
mux2_2            38
ha_1              18
or3_1              4
clkbuf_1          15
mux2i_1            6
xor2_1             9
a211o_1            7
[power groups by stage]
| stage | logic (W) | registers (W) | clock network, W |
|---|---|---|---|
| CTS | 0.000968 | 0.00142 | 0.00120 |
| global route | 0.00110 | 0.00146 | 0.00125 |
| finish | 0.000980 | 0.00143 | 0.00117 |
[routing by layer]
layer | global-route usage [%] | part of all wire (%)
met2 | 19.4 | 42
met4 | 2.66 | 1.8
met1 | 19.8 | 49
met5 | 0 | 0
met3 | 2.74 | 6.5
[cell type report]
cell class / instances / area, um2 / share of cell area (%)
sequential: 123 / 2780 / 39.1
clock buffer: 20 / 457 / 6.42
multi-input combinational: 414 / 2940 / 41.3
tap: 265 / 332 / 4.66
clock inverter: 12 / 113 / 1.58
inverter: 24 / 90.1 / 1.27
timing repair buffer: 42 / 405 / 5.70
[through the flow]
stage                     utilization [%]  std cells  area [um2]  worst slack, ns  hold slack (ns)
after detailed placement             33.8        868        6550             1.72            0.337
after floorplan                         -        590        5920             2.65            0.323
after global routing                 36.7        900        7120             1.99            0.363
final                                36.7        900        7120             2.17            0.349
after global placement               33.8        868        6550             1.81            0.335
after CTS                            36.7        900        7120             2.18            0.352
[logic make-up (layout without fill, tap and decap cells)]
kind of cell / after synthesis / count (layout) / synth area share [%]
xor gates and xnor gates: 21 / 21 / 3.11
buffers and inverters: 53 / 98 / 3.66
muxes: 44 / 44 / 8.24
adders and majority gates: 18 / 18 / 3.80
DFF: 123 / 123 / 47.0
and+or+nand+nor: 182 / 182 / 17.3
AOI/OAI and AO/OA: 149 / 149 / 16.9
No activity file was given, so power comes from the tool's default toggle rates.
